===== ./run.sh =====
#!/bin/bash
# OpenROAD 26Q1-2900-gdf79404cd8, Yosys 0.63+post, stock flow scripts
make -C /OpenROAD-flow-scripts/flow DESIGN_CONFIG=/design/flow/config.mk WORK_HOME=/design/flow/orfs finish

===== ./config.mk =====
export PLATFORM = sky130hd
export DESIGN_NAME = tech_ram
export DESIGN_NICKNAME = tech_ram
export VERILOG_FILES = /design/flow/design.v
export SDC_FILE = /design/flow/constraint.sdc
export NUM_CORES = 4
export LEC_CHECK = 1
export CORE_UTILIZATION = 50
export SYNTH_MEMORY_MAX_BITS = 65536

===== ./constraint.sdc =====
current_design tech_ram

set clk_period 177.2
set clk_io_pct 0.2

create_clock -name clk0 -period $clk_period [get_ports {clk_i}]

set non_clock_inputs [all_inputs -no_clocks]
set_input_delay [expr $clk_period * $clk_io_pct] -clock clk0 $non_clock_inputs
set_output_delay [expr $clk_period * $clk_io_pct] -clock clk0 [all_outputs]

===== ./design.v =====
interface apb4_if #(
    parameter int APB_ADDR_WIDTH = 32,
    parameter int APB_DATA_WIDTH = 32
) (
    input logic pclk,
    input logic presetn
);
  logic [  APB_ADDR_WIDTH-1:0] paddr;
  logic [                 2:0] pprot;
  logic                        psel;
  logic                        penable;
  logic                        pwrite;
  logic [  APB_DATA_WIDTH-1:0] pwdata;
  logic [APB_DATA_WIDTH/8-1:0] pstrb;
  logic                        pready;
  logic [  APB_DATA_WIDTH-1:0] prdata;
  logic                        pslverr;
  modport slave(
      input pclk,
      input presetn,
      input paddr,
      input pprot,
      input psel,
      input penable,
      input pwrite,
      input pwdata,
      input pstrb,
      output pready,
      output prdata,
      output pslverr
  );
  modport master(
      input pclk,
      input presetn,
      output paddr,
      output pprot,
      output psel,
      output penable,
      output pwrite,
      output pwdata,
      output pstrb,
      input pready,
      input prdata,
      input pslverr
  );
endinterface
interface axi4_if (
    input logic aclk,
    input logic aresetn
);
  logic [    4-1:0] awid;
  logic [  32-1:0] awaddr;
  logic [                   7:0] awlen;
  logic [                   2:0] awsize;
  logic [                   1:0] awburst;
  logic                          awlock;
  logic [                   3:0] awcache;
  logic [                   2:0] awprot;
  logic [                   3:0] awqos;
  logic [                   3:0] awregion;
  logic [  4-1:0] awuser;
  logic                          awvalid;
  logic                          awready;
  logic [  64-1:0] wdata;
  logic [64/8-1:0] wstrb;
  logic                          wlast;
  logic [  4-1:0] wuser;
  logic                          wvalid;
  logic                          wready;
  logic [    4-1:0] bid;
  logic [                   1:0] bresp;
  logic [  4-1:0] buser;
  logic                          bvalid;
  logic                          bready;
  logic [    4-1:0] arid;
  logic [  32-1:0] araddr;
  logic [                   7:0] arlen;
  logic [                   2:0] arsize;
  logic [                   1:0] arburst;
  logic                          arlock;
  logic [                   3:0] arcache;
  logic [                   2:0] arprot;
  logic [                   3:0] arqos;
  logic [                   3:0] arregion;
  logic [  4-1:0] aruser;
  logic                          arvalid;
  logic                          arready;
  logic [    4-1:0] rid;
  logic [  64-1:0] rdata;
  logic [                   1:0] rresp;
  logic                          rlast;
  logic [  4-1:0] ruser;
  logic                          rvalid;
  logic                          rready;
  modport slave(
      input aclk,
      input aresetn,
      input awid,
      input awaddr,
      input awlen,
      input awsize,
      input awburst,
      input awlock,
      input awcache,
      input awprot,
      input awqos,
      input awregion,
      input awuser,
      input awvalid,
      output awready,
      input wdata,
      input wstrb,
      input wlast,
      input wuser,
      input wvalid,
      output wready,
      output bid,
      output bresp,
      output buser,
      output bvalid,
      input bready,
      input arid,
      input araddr,
      input arlen,
      input arsize,
      input arburst,
      input arlock,
      input arcache,
      input arprot,
      input arqos,
      input arregion,
      input aruser,
      input arvalid,
      output arready,
      output rid,
      output rdata,
      output rresp,
      output rlast,
      output ruser,
      output rvalid,
      input rready
  );
  modport master(
      input aclk,
      input aresetn,
      output awid,
      output awaddr,
      output awlen,
      output awsize,
      output awburst,
      output awlock,
      output awcache,
      output awprot,
      output awqos,
      output awregion,
      output awuser,
      output awvalid,
      input awready,
      output wdata,
      output wstrb,
      output wlast,
      output wuser,
      output wvalid,
      input wready,
      input bid,
      input bresp,
      input buser,
      input bvalid,
      output bready,
      output arid,
      output araddr,
      output arlen,
      output arsize,
      output arburst,
      output arlock,
      output arcache,
      output arprot,
      output arqos,
      output arregion,
      output aruser,
      output arvalid,
      input arready,
      input rid,
      input rdata,
      input rresp,
      input rlast,
      input ruser,
      input rvalid,
      output rready
  );
endinterface
module tech_ram #(
    parameter int BIT_WIDTH  = 128,
    parameter int WORD_DEPTH = 64
) (
    input  logic                          clk_i,
    input  logic                          en_i,
    input  logic                          wen_i,
    input  logic [$clog2(WORD_DEPTH)-1:0] addr_i,
    input  logic [         BIT_WIDTH-1:0] dat_i,
    output logic [         BIT_WIDTH-1:0] dat_o
);
  logic [BIT_WIDTH-1:0] r_intern_ram[0:WORD_DEPTH-1];
  always_ff @(posedge clk_i) begin
    if (~en_i && ~wen_i) begin
      r_intern_ram[addr_i] <= #0.0 dat_i;
    end else begin
      dat_o <= #0.0 (~en_i && wen_i) ? r_intern_ram[addr_i] : {(BIT_WIDTH / 32) {$random}};
    end
  end
endmodule
module tech_ram_bm #(
    parameter int BIT_WIDTH  = 128,
    parameter int WORD_DEPTH = 64
) (
    input  logic                          clk_i,
    input  logic                          en_i,
    input  logic                          wen_i,
    input  logic [       BIT_WIDTH/8-1:0] bm_i,
    input  logic [$clog2(WORD_DEPTH)-1:0] addr_i,
    input  logic [         BIT_WIDTH-1:0] dat_i,
    output logic [         BIT_WIDTH-1:0] dat_o
);
  logic [WORD_DEPTH-1:0][BIT_WIDTH-1:0] r_intern_ram;
  logic [ BIT_WIDTH-1:0]                s_dat_i;
  for (genvar i = 0; i < BIT_WIDTH / 8; i++) begin
    assign s_dat_i[i*8+:8] = dat_i[i*8+:8] & {8{bm_i[i-1]}};
  end
  always_ff @(posedge clk_i) begin
    if (~en_i && ~wen_i) begin
      r_intern_ram[addr_i] <= #0.0 s_dat_i;
    end else begin
      dat_o <= #0.0 (~en_i && wen_i) ? r_intern_ram[addr_i] : {(BIT_WIDTH / 32) {$random}};
    end
  end
endmodule

==> flow_metrics.tcl <==
# flow metrics
set metrics [dict create \
    first_pass_iters 8 \
    dp.cells 25100 \
    worstHoldStart "r_intern_ram[24][27]$_DFFE_PP_" \
    setup_slack_ns 137.23 \
    die_h_um 793 \
    syn_inst 17000 \
    io_pins 265 \
    cts_resized 0 \
    core_area_mm2 0.623 \
    fmax_ghz 0.0250 \
    grt_usage_pct 35.3 \
    antenna_found_initial 50 \
    clk_pin_slew_ns 0.06 \
    slew_violations 0 \
    dr_wl_met3_mm 193 \
    cp.required_ns 178.17 \
    vias 179000 \
    die_w_um 793 \
    ys_async_sr_fraction_pct 0 \
    drcViolationCount 0 \
    wl_met2_mm 445 \
    dieArea_mm2 0.628 \
    worstPathCellList "buf_8 -> buf_4 -> and2b_4 -> buf_4 -> buf_4 -> buf_4 -> buf_4 -> a221o_1 -> a21oi_1 -> o211a_1 -> a31oi_1" \
    max_stage_delay_ns 0.74 \
    outcome "finished clean" \
    ys_area_mm2 0.312 \
    p_per_area_mw_per_mm2 11.5 \
    r2r_cells 5 \
    path_buffers 6 \
    tightest_slew_ns 1.01 \
    period_minus_slack_ns 39.97 \
    grt_pass1_vias 189000 \
    dr.max_layer_used "met5" \
    gp_congestion 0.873 \
    slew-limit-headroom_pct 32.3 \
    synth_flops 8320 \
    hold_viol_final 0 \
    fp-row-count 290 \
    critical_path.slowest_cell "buf_4" \
    r2r_slack_ns 174.71 \
    wl_met1_mm 303 \
    cap_viol_max_count 0 \
    startpoint_type "input pin" \
    edf_count 8320 \
    ir_drop_mv 0.0125 \
    final-setup-viol-count 0 \
    grt_max_degree 100 \
    cts_tree "yes" \
    cts_buffers 821 \
    skew_ns 0.0846 \
    worstHoldPathType "reg -> reg" \
    hold_depth 4 \
    cp-startpoint "addr_i[0]" \
    final_area_mm2 0.352 \
    cts_sinks 8320 \
    leakagePower_nw 109 \
    worst-setup-path-type "in -> reg" \
    wirelength_mm 989 \
    syn_area_per_cell_um2 18.4 \
    reg2reg_to "dat_o[1]$_DFFE_PN_" \
    ys_seq_share_pct 80.0 \
    dpl_cell_area_mm2 0.327 \
    place_ws_ns 136.18 \
    post_cts_buffers 0 \
    drive_above_1_share_pct 15.3 \
    hold_path_end "dat_o[27]$_SDFFCE_PN0N_" \
    grt_pass1_wl_mm 1390 \
    ant_nets 0 \
    ctsHtreeMaxLevel 6 \
    cts_buffer_depth 4 \
    clk_latency_ns 1.17 \
    syn_area_mm2 0.312 \
    cts-root-buf "clkbuf_16" \
    layoutNonFillerInstCount 26600 \
    wl_per_cell_um 37.2 \
    yosysWarnings 3 \
    io_buffers 264 \
    cp_max_fo 43 \
    cpMostUsedCell "buf_4" \
    log.warning_count 26 \
    via_per_inst 6.71 \
    area_growth_syn_to_layout_pct 12.7 \
    drtIter0Drc 13300 \
    yosys_cells 17000 \
    tns_ns 0 \
    fp_util_pct 50.2 \
    hpwl_mm 546 \
    postCtsHoldBufs 0 \
    synthFlopType "edfxtp_1" \
    rsz0062_at_grt "no" \
    yosysUniqueCellTypes 66 \
    fin_crit_sh_pct 22.6 \
    crit_family "buffers and inverters" \
    end_kind "flip-flop" \
    r2r_start "r_intern_ram[42][1]$_DFFE_PP_" \
    cp.arrival_ns 40.94 \
    gr-total-overflow 0 \
]
==> power by group <==
part | internal [W] | total [W] | leakage (nW) | switching [W]
sequential | 0.00218 | 0.00218 | 75.1 | 0.00000512
clock | 0.000911 | 0.00165 | 12.4 | 0.000741
combinational | 0.0000565 | 0.000201 | 21.5 | 0.000145
==> cell families after synthesis <==
family                 after synthesis  share of synthesized area (%)
AOI/OAI and AO/OA                 4891                           11.7
DFF                               8320                           80.0
and+or+nand+nor                   1331                           1.81
muxes                             1090                           4.64
buffers and inverters             1330                           1.90
==> Yosys cell counts (135+ instances only) <==
master | number | share of area [%]
buf_1 | 135 | 0.16
clkbuf_1 | 685 | 0.82
o21ai_0 | 312 | 0.50
mux2i_1 | 473 | 1.5
buf_2 | 409 | 0.66
a221oi_1 | 1577 | 4.4
a21oi_1 | 470 | 0.75
mux4_2 | 250 | 1.8
nand2_1 | 307 | 0.37
mux2_2 | 366 | 1.3
nor2_1 | 704 | 0.85
edfxtp_1 | 8320 | 80
a22oi_1 | 1187 | 2.9
nor3_1 | 153 | 0.25
o22ai_1 | 634 | 1.3
==> cells in the final DEF (no fill, tap or decap), types with 116 or more instances in the layout <==
master,Yosys,routed
buf_4,79,803
clkinv_1,0,234
o22ai_1,634,634
edfxtp_1,8320,8320
nand2_1,307,294
a21oi_1,470,470
buf_2,409,116
a22oi_1,1187,1187
nor3_1,153,152
clkbuf_16,0,831
o21ai_0,312,312
mux2_2,366,366
clkdlybuf4s50_1,0,145
nor2_1,704,634
clkbuf_1,685,195
clkinv_2,0,164
a221oi_1,1577,1577
mux2i_1,473,473
mux4_2,250,250
==> worst min-delay path: cells and delay by family (launching register included) <==
family / cells / cell delay (ns)
AOI/OAI and AO/OA: 3 / 0.31
and+or+nand+nor: 1 / 0.07
DFF: 1 / 0.32
==> stage by stage <==
stage / power (W) / hold slack, ns / util, %
2_1_floorplan: 0.00232 / 0.655 / -
3_3_place_gp: 0.00242 / 0.697 / 52.4
3_5_place_dp: 0.00242 / 0.736 / 52.4
4_1_cts: 0.00405 / 0.757 / 56.5
5_1_grt: 0.00413 / 0.808 / 56.5
6_report: 0.00403 / 0.762 / 56.5
==> registers in the layout, indices dropped and copies added, names as in the netlist <==
register and flops:
r_intern_ram 8192, dat_o 128
==> area by class of cell <==
class,instances,area (µm²)
timing repair buffer,1104,8870
sequential,8320,250000
tap,8322,10400
multi-input combinational,7312,57500
antenna,47,118
clock buffer,1026,21500
fill,45800,271000
inverter,4,53.8
clock inverter,492,3800
==> metal layers <==
layer | track usage (%) | vias to the layer above
met2 | 47.8 | 14700
met1 | 43.6 | 88300
met3 | 29.2 | 2438
met5 | 4.52 | -
met4 | 12.5 | 109
li1 | - | 73100
==> worst max path at each step <==
stage,endpoint,depth (start not counted),slack [ns]
CTS,dat_o[84]$_SDFFCE_PN0N_,12,137.42
global route,dat_o[101]$_SDFFCE_PN0N_,12,137.02
finish,dat_o[31]$_SDFFCE_PN0N_,11,137.23
Power and IR drop assume default switching activity.
